File: /design/flow/design.v
module DFF (D, CLK, reset, Q);  
    output Q;  
    input D, CLK, reset;  
    reg Q;  
    always @(posedge CLK or negedge reset)  
        if (~reset)  
            Q <= 1'b0;  
        else Q <= D;  
endmodule
module Door_flashing (  
    input wire clk,  
    input wire reset,  
    input wire entry_sensor,  
    input wire exit_sensor,  
    input wire full,  
    output reg door_open  
);  
    reg [25:0] timer = 0;  
    reg [5:0] counter = 0; 
    always @(posedge clk or negedge reset) begin  
        if (~reset)  
            door_open <= 0;  
        else if ((entry_sensor & ~full) | exit_sensor) begin  
            counter <= 39;  
            door_open <= 1;  
        end else if (counter > 0)  
            if (timer == 10000000 - 1) begin  
                timer <= 0;  
                door_open <= ~door_open;  
                counter <= counter - 1;  
            end else timer <= timer + 1;  
    end  
endmodule  
module Full_flashing (  
    input wire clk,  
    input wire entry_sensor,  
    input wire next_full,  
    output reg full  
);  
    reg [25:0] timer = 0;  
    reg [4:0] counter = 0;  
    always @(posedge clk) begin  
        if (next_full & entry_sensor) begin  
            counter <= 7;  
            full <= next_full;  
        end else if (counter > 0)  
            if (timer == 15000000 - 1) begin  
                timer <= 0;  
                full <= ~full;  
                counter <= counter - 1;  
            end else timer <= timer + 1;  
        else full <= next_full;  
    end  
endmodule  
module SevenSegment(  
    input clk,  
    input full,  
    input [1:0] L,  
    input [2:0] c,  
    output reg [4:0] seg_sel,  
    output reg [7:0] seg_data  
);  
    function [7:0] bcd_to_7segment(input [2:0] bcd);  
        case (bcd)  
            3'b000: bcd_to_7segment = 8'b00111111;  
            3'b001: bcd_to_7segment = 8'b00000110;  
            3'b010: bcd_to_7segment = 8'b01011011;  
            3'b011: bcd_to_7segment = 8'b01001111;  
            3'b100: bcd_to_7segment = 8'b01100110;  
            3'b101: bcd_to_7segment = 8'b01101101;  
            3'b110: bcd_to_7segment = 8'b01110001;  
            3'b111: bcd_to_7segment = 8'b01000000;  
            default: bcd_to_7segment = 8'b01000000;  
        endcase  
    endfunction  
    reg [1:0] digit_select = 0;  
    reg [2:0] current_digit = 0;  
    always @(posedge clk) begin 
        if (digit_select == 2'b00) begin 
            current_digit <= c; 
            seg_sel <= 5'b01000; 
            digit_select <= digit_select + 1;
        end else if (digit_select == 2'b01) begin
            if (full)
                current_digit <= 3'b111;
            else
                current_digit <= {1'b0, L};
            seg_sel <= 5'b00010; 
            digit_select <= digit_select + 1;
        end else if (digit_select == 2'b10) begin
            if (full)
                current_digit <= 3'b110;
            else
                current_digit <= 3'b111; 
            seg_sel <= 5'b00001; 
            digit_select <= digit_select + 1;
        end else begin
            current_digit <= 3'b111; 
            seg_sel <= 5'b00100; 
            digit_select <= 2'b00;
        end  
        seg_data <= bcd_to_7segment(current_digit);  
    end  
endmodule
module debouncer #(parameter CLK_FREQUENCY = 40_000_000, DEBOUNCE_HZ = 2)(  
    input clk,  
    input reset_n,  
    input button,  
    output reg debounce  
);  
    localparam COUNT_VALUE = CLK_FREQUENCY / DEBOUNCE_HZ;  
    reg [1:0] state;  
    reg [25:0] count;  
    reg button_sync, button_sync_prev;  
    always @(posedge clk or negedge reset_n) begin  
        if (!reset_n) begin  
           state <= 0;  
           debounce <= 0;  
           count <= 0;  
           button_sync <= 0;  
           button_sync_prev <= 0;  
        end else begin  
           button_sync_prev <= button_sync;  
           button_sync <= button;  
           debounce <= 0;  
           case (state)  
             0: begin  
                  if (button_sync && !button_sync_prev) begin  
                      state <= 1;  
                      count <= 0;
                  end  
             end  
             1: begin  
                  if (count < COUNT_VALUE - 1) begin  
                      count <= count + 1;  
                  end else begin  
                      debounce <= 1;  
                      state <= 0;  
                  end  
             end  
           endcase  
        end  
    end  
endmodule  
module freqDivider500(input wire clk_in, output reg clk_out);  
    reg [25:0] counter = 0;  
    always @(posedge clk_in)  
        if (counter == 40000 - 1) begin  
            counter <= 0;  
            clk_out <= ~clk_out;  
        end else counter <= counter + 1;  
endmodule  
module parking_fsm_gate (  
    input wire clk,  
    input wire reset,  
    input wire entry_sensor,  
    input wire exit_sensor,  
    input wire [1:0] switch,  
    output wire [2:0] c,  
    output wire [1:0] L,  
    output wire door_open,  
    output wire full,  
    output wire [3:0] current_state  
);  
    wire [3:0] next_state;  
    wire [2:0] next_c;  
    wire [1:0] next_L;  
    wire next_full;  
    assign next_state[0] = (entry_sensor & ~current_state[0]) ? 1'b1 :  
                           (exit_sensor & (switch == 2'b00)) ? 1'b0 : current_state[0];  
    assign next_state[1] = entry_sensor & current_state[0] & ~current_state[1] ? 1'b1 :  
                           (exit_sensor & (switch == 2'b01)) ? 1'b0 : current_state[1];
    assign next_state[2] = entry_sensor & current_state[0] & current_state[1] & ~current_state[2] ? 1'b1 :  
                           (exit_sensor & (switch == 2'b10)) ? 1'b0 : current_state[2];  
    assign next_state[3] = entry_sensor & current_state[0] & current_state[1] & current_state[2] & ~current_state[3] ? 1'b1 :  
                           (exit_sensor & (switch == 2'b11)) ? 1'b0 : current_state[3];  
    DFF dff_state0 (.D(next_state[0]), .CLK(clk), .reset(reset), .Q(current_state[0]));  
    DFF dff_state1 (.D(next_state[1]), .CLK(clk), .reset(reset), .Q(current_state[1]));  
    DFF dff_state2 (.D(next_state[2]), .CLK(clk), .reset(reset), .Q(current_state[2]));  
    DFF dff_state3 (.D(next_state[3]), .CLK(clk), .reset(reset), .Q(current_state[3]));  
    assign next_c = ~reset ? 3'b100 : (entry_sensor * ~next_full) ? c - 1 :  
                    exit_sensor ? c + 1 : c;  
    DFF dff_c0 (.D(next_c[0]), .CLK(clk) , .reset(1'b1), .Q(c[0]));  
    DFF dff_c1 (.D(next_c[1]), .CLK(clk), .reset(1'b1), .Q(c[1]));  
    DFF dff_c2 (.D(next_c[2]), .CLK(clk), .reset(1'b1), .Q(c[2]));  
    assign next_L[0] =  ~current_state[0] ? 1'b0 :  
                        ~current_state[1] ? 1'b1 :  
                        ~current_state[2] ? 1'b0 : 
                        ~current_state[3] ? 1'b1 : 1'bx;
    assign next_L[1] =  ~current_state[0] ? 1'b0 :  
                        ~current_state[1] ? 1'b0 :  
                        ~current_state[2] ? 1'b1 : 
                        ~current_state[3] ? 1'b1 : 1'bx;  
    DFF dff_L0 (.D(next_L[0]), .CLK(clk) , .reset(reset), .Q(L[0]));  
    DFF dff_L1 (.D(next_L[1]), .CLK(clk), .reset(reset), .Q(L[1]));  
    assign next_full = current_state[0] & current_state[1] & current_state[2] & current_state[3];  
    Door_flashing door_flashing (.clk(clk), .reset(reset), .entry_sensor(entry_sensor), .exit_sensor(exit_sensor), .full(full), .door_open(door_open));  
    Full_flashing full_flashing (.clk(clk), .entry_sensor(entry_sensor), .next_full(next_full), .full(full));  
endmodule
module main(  
    input clk,  
    input reset,  
    input entry_sensor,  
    input exit_sensor,  
    input [1:0] switch, 
    input beep_in, 
    output beep,  
    output door_open,  
    output full,  
    output [2:0] c,  
    output [1:0] L,  
    output [3:0] state,  
    output [4:0] seg_sel,  
    output [7:0] seg_data  
);  
    wire entry_sensor_dbc;  
    wire exit_sensor_dbc;  
    wire clk_500HZ;  
    assign beep = beep_in; 
    debouncer dbc1 (.clk(clk), .reset_n(reset), .button(~entry_sensor), .debounce(entry_sensor_dbc));  
    debouncer dbc2 (.clk(clk), .reset_n(reset), .button(~exit_sensor), .debounce(exit_sensor_dbc));  
    freqDivider500 fd500 (.clk_in(clk), .clk_out(clk_500HZ));
    parking_fsm_gate fsm (.clk(clk), .reset(reset), .entry_sensor(entry_sensor_dbc), .exit_sensor(exit_sensor_dbc), .switch(switch),  
        .c(c), .L(L), .door_open(door_open), .full(full), .current_state(state));  
    SevenSegment b (.clk(clk_500HZ), .full(full), .L(L), .c(c), .seg_sel(seg_sel), .seg_data(seg_data));  
endmodule
File: /design/flow/run.sh
#!/bin/bash
# OpenROAD 26Q1-2900-gdf79404cd8, Yosys 0.63+post, stock flow scripts
make -C /OpenROAD-flow-scripts/flow DESIGN_CONFIG=/design/flow/config.mk WORK_HOME=/design/flow/orfs finish
File: /design/flow/config.mk
export PLATFORM = sky130hd
export DESIGN_NAME = main
export DESIGN_NICKNAME = main
export VERILOG_FILES = /design/flow/design.v
export SDC_FILE = /design/flow/constraint.sdc
export NUM_CORES = 4
export LEC_CHECK = 1
export CORE_UTILIZATION = 40
File: /design/flow/constraint.sdc
current_design main

set clk_period 6.3
set clk_io_pct 0.2

create_clock -name clk0 -period $clk_period [get_ports {clk}]

set non_clock_inputs [all_inputs -no_clocks]
set_input_delay [expr $clk_period * $clk_io_pct] -clock clk0 $non_clock_inputs
set_output_delay [expr $clk_period * $clk_io_pct] -clock clk0 [all_outputs]
==> GITHUB_STEP_SUMMARY <==
## Synthesis and layout report

| Metric | Value |
|---|---|
| Root buffer cell | `clkbuf_16` |
| Avg Synthesized Cell Area | `10.3 um2` |
| CP Cell Sequence | `or4_1 > or4_1 > nor4_2 > nand2_1 > a21boi_0` |
| Chip Area | `22600 um2` |
| Clk Latency, worst-skew pair | `420 ps` |
| Hold_buf cts | `0` |
| CTS tree | `built` |
| Slew @ Worst Pin | `905 ps` |
| Reg2reg setup slack | `3370 ps` |
| Final Wtd Congestion | `0.801` |
| Max stage delay cell, worst path | `a21boi_0` |
| Tally of buffers added on design ports | `27` |
| FF-to-FF End | `fsm.door_flashing.counter[1]` |
| Die y size | `150 um` |
| Worst min path class | `reg2reg` |
| Post-synth EDFFs | `60` |
| Wire per inst | `13.4 um` |
| FP Core Util | `41.4%` |
| Yosys cell count | `857` |
| Setup Viol. Count Final | `0` |
| Num CTS Buffers | `17` |
| Die W | `150 um` |
| First-pass iteration count of the detailed router | `5` |
| Ys async rst share | `38.5%` |
| Max Slew Vio Count | `0` |
| Inst Count DP | `1138` |
| Outcome | `complete, no violations` |
| I/O pins | `32` |
| H-tree levels | `4` |
| Synthesis area per yosys | `8810 um2` |
| Clock transition at path regs | `60 ps` |
| Unique cell types | `65` |
| Clock Skew | `9.74 ps` |
| #FFs+latches synth | `179` |
| Max Root-Sink Buffers | `2` |
| Setup CP Type | `reg2reg` |
| Crit-path most repeated cell | `or4_1` |
| Setup TNS | `0 ps` |
| P&R area growth vs syn | `12.2%` |
| Logic cell area | `3970 um2` |
| Hpwl dp | `10500 um` |
| OpenROAD warnings | `33` |
| Startpoint Class | `register` |
| Hold Path Cell Cnt | `0` |
| Slowest Stage Delay on Critical Path | `700 ps` |
| CP Launch Point | `fsm.door_flashing.timer[16]` |
| Design Power | `2120 uW` |
| Worst setup EP type | `register` |
| Worst slew margin | `39.4%` |
| Post-CTS sizing | `0` |
| Register-to-Register Path Depth | `5` |
| LEAKAGE | `0.00372 uW` |
| Filler instances | `1903` |
| DP Area | `9330 um2` |
| Fin crit share | `46.4%` |
| Synth warn | `6` |
| Final Cell Area | `9890 um2` |
| Drt drc | `0` |
| Endpoints left unconstrained | `27` |
| Initial antenna violation count | `0` |
| R2r startpoint | `fsm.door_flashing.timer[16]` |
| Core Area | `21300 um2` |
| Synth Seq Share | `51.4%` |
| Register pins left without a clock | `16` |
| Top Layout Cells | `nand2_1, nor2_1, dfrtp_1` |
| Hold endpoint | `dbc1.button_sync_prev` |
| Worst Path Required | `6340 ps` |
| Largest net degree at the start of global routing | `58` |
| Flop area | `4530 um2` |
| Final Hold Viols | `0` |
| Final WL | `15700 um` |
| All-Layer GR Usage | `15.3%` |
| Power density cells | `215 nW/um2` |
| Gate count of the mapped netlist | `857` |
| Grt ovf | `0` |
| Vias post-DR | `6030` |
| CP Max Fanout | `6` |
| Minimum clock period | `2930 ps` |
| RSZ-0062 raised after global routing | `no` |
| CP arrival | `2970 ps` |
| Most used flip-flop cell | `dfrtp_1` |
| Antenna viol nets, final | `0` |
| DRT iter0 DRCs | `295` |
| Vias in the first global route | `5689` |
| Max-cap violations | `0` |
| Min Hold Slack | `380 ps` |
| Finished Layout Cells | `1170` |
| First-pass GRT wire length | `27300 um` |
| Highest-count logic cell in the final layout | `nand2_1` |
| Inserted Diodes | `0` |
| Number of buffers inserted by post-CTS setup repair | `0` |
| Mapped cell area | `8810 um2` |
| Share of post-route cells with drive strength above 1 | `7.04%` |
| Row count | `53` |
| Vias per inst | `5.15` |
| F_max | `0.342 GHz` |
| Hold Startpoint | `dbc1.button_sync` |
| Max IR drop VDD | `169 uV` |
-- final cells by class --
class                   instances  area share (%)
clock buffers                  24            5.13
multi-input cells             610            40.2
inverters                      37            1.40
repair buffers                 37            3.47
clock inverters                 8           0.519
flip-flops and latches        179            45.8
well taps                     275            3.48
-- synthesized netlist by cell type, types with 24 or more instances --
| cell | number | area (um2) |
|---|---|---|
| mux2i_1 | 36 | 360 |
| dfxtp_1 | 50 | 1000 |
| inv_1 | 37 | 139 |
| nand4_1 | 26 | 163 |
| nor2_1 | 69 | 259 |
| dfrtp_1 | 67 | 1680 |
| nor3_1 | 34 | 170 |
| xnor2_1 | 53 | 464 |
| edfxtp_1 | 60 | 1800 |
| nand2_1 | 97 | 364 |
| nand3_1 | 55 | 275 |
| and3_1 | 24 | 150 |
-- cell families after synthesis --
group / after synthesis / share of synthesized area [%]
simple gates: 391 / 23.0
mux: 38 / 4.34
other cells: 1 / 0.0425
xor+xnor: 75 / 7.45
compound gates: 86 / 7.47
flops: 179 / 51.4
fa+ha+maj: 18 / 2.64
buf+inv: 69 / 3.62
-- where the power goes --
group / leakage [uW] / internal [uW] / switching (uW)
combinational: 0.00149 / 13.8 / 22.4
sequential: 0.00195 / 1110 / 12.4
clock: 0.000284 / 563 / 402
total: 0.00372 / 1690 / 437
-- sequential cells by signal (all words and copies together), names as in the netlist, 4 cells and up --
register	count
b.seg_sel	4
fsm.door_flashing.counter	6
fsm.full_flashing.counter	5
fsm.full_flashing.timer	26
dbc2.count	26
fsm.door_flashing.timer	26
dbc1.count	26
fd500.counter	26
b.seg_data	7
-- stage by stage --
step,setup WS (ps),util (%)
3_5_place_dp,3380,43.8
6_report,3370,46.4
5_1_grt,3210,46.4
2_1_floorplan,3560,-
4_1_cts,3370,46.4
3_3_place_gp,3390,43.8
-- metal layers --
metal	share of wire, %	up-vias	GRT usage (%)	wire length, um
li1	-	3132	-	-
met1	54	2815	25.7	8430
met2	42	77	22.4	6590
met3	3.3	6	2.69	513
met4	0.84	0	1.16	132
met5	0	-	0	0
-- worst max-delay path by stage --
stage                 slack, ps  cells past startpoint                           end
after CTS                  3370                      5  fsm.door_flashing.counter[1]
final                      3370                      5  fsm.door_flashing.counter[1]
after global routing       3210                      5  fsm.door_flashing.counter[0]
-- worst max-delay path: cells and delay by family (launching register included) --
kind,cells,cell delay (ps)
AND-OR/OR-AND,1,700
flip-flops,1,460
AND/OR/NAND/NOR,4,1400
Power and IR drop assume default switching activity.
